--- config.mk ---
export PLATFORM = sky130hd
export DESIGN_NAME = apb2axil
export DESIGN_NICKNAME = apb2axil
export VERILOG_FILES = /design/flow/design.v
export SDC_FILE = /design/flow/constraint.sdc
export NUM_CORES = 4
export LEC_CHECK = 1
export CORE_AREA = 10 10 104 104
export DIE_AREA = 0 0 114 114
--- constraint.sdc ---
current_design apb2axil

set clk_period 2.3
set clk_io_pct 0.2

create_clock -name clk0 -period $clk_period [get_ports {clk}]

set non_clock_inputs [all_inputs -no_clocks]
set_input_delay [expr $clk_period * $clk_io_pct] -clock clk0 $non_clock_inputs
set_output_delay [expr $clk_period * $clk_io_pct] -clock clk0 [all_outputs]
--- design.v ---
package ariane_soc;
    localparam IdWidth = 4;
    localparam IdWidthSlave = IdWidth;
endpackage
module apb2axil
  (
   clk,
   rstn,
   paddr,
   penable,
   psel,
   pwdata,
   pwrite,
   prdata,
   pready,
   pslverr,
   s_axil_awvalid,
   s_axil_awready,
   s_axil_awaddr,
   s_axil_wvalid,
   s_axil_wready,
   s_axil_wdata,
   s_axil_wstrb,
   s_axil_arvalid,
   s_axil_arready,
   s_axil_araddr,
   s_axil_rvalid,
   s_axil_rready,
   s_axil_rdata,
   s_axil_rresp,
   s_axil_bvalid,
   s_axil_bready,
   s_axil_bresp
   );
   input clk;
   input rstn;
   input psel;
   input penable;
   input pwrite;
   input [31:0] paddr;
   input [31:0] pwdata;
   output reg [31:0] prdata;
   output reg 	     pready;
   output reg 	     pslverr;
   output reg 	     s_axil_awvalid;
   input 	     s_axil_awready;
   output [31:0]     s_axil_awaddr;
   output reg 	     s_axil_wvalid;
   input 	     s_axil_wready;
   output [31:0]     s_axil_wdata;
   output [3:0]      s_axil_wstrb;
   output reg 	     s_axil_arvalid;
   input 	     s_axil_arready;
   output [31:0]     s_axil_araddr;
   input 	     s_axil_rvalid;
   output reg 	     s_axil_rready;
   input [31:0]      s_axil_rdata;
   input [1:0] 	     s_axil_rresp;
   input wire 	     s_axil_bvalid;
   output reg 	     s_axil_bready;
   input wire [1:0]  s_axil_bresp;
   localparam apb2axil_idle              = 3'b000;
   localparam apb2axil_write             = 3'b001;
   localparam apb2axil_write_data        = 3'b010;
   localparam apb2axil_write_ack         = 3'b011;
   localparam apb2axil_read              = 3'b100;
   localparam apb2axil_read_data         = 3'b101;
   localparam apb2axil_go                = 3'b110;
   reg [2:0] 	     apb2axil_state;
   reg [2:0] 	     apb2axil_next;
   assign s_axil_awaddr = paddr[31:0];
   assign s_axil_wdata = pwdata;
   assign s_axil_wstrb = 4'b1111;
   assign s_axil_araddr = paddr[31:0];
   always @ (*) begin
      case (apb2axil_state)
	apb2axil_idle : begin
	   pready = 1'b0;
	   pslverr = 1'b0;
	   prdata = '0;
	   s_axil_awvalid = 1'b0;
	   s_axil_wvalid = 1'b0;
	   s_axil_arvalid = 1'b0;
	   s_axil_rready = 1'b0;
	   s_axil_bready = 1'b0;
	   if ((psel & penable) == 1'b1) begin
	      if (pwrite == 1'b1) begin
		 if (paddr[11:0] == '0) begin
		    apb2axil_next = apb2axil_go;
		 end else begin
		    apb2axil_next = apb2axil_write;
		 end
	      end else begin
		 if (paddr[11:0] == '0) begin
		    apb2axil_next = apb2axil_idle;
		 end else begin
		    apb2axil_next = apb2axil_read;
		 end
	      end
	   end else begin
	      apb2axil_next = apb2axil_idle;
	   end
	end  
	apb2axil_go : begin
	   pready = 1'b1;
	   apb2axil_next = apb2axil_idle;
	end
	apb2axil_write : begin
	   s_axil_awvalid = 1'b1;
	   pready = 1'b0;
	   pslverr = 1'b0;
	   prdata = '0;
	   s_axil_wvalid = 1'b1;
	   s_axil_arvalid = 1'b0;
	   s_axil_rready = 1'b0;
	   s_axil_bready = 1'b0;
	   if ((s_axil_awready & s_axil_wready) == 1'b1)
	     apb2axil_next = apb2axil_write_ack;
	   else if (s_axil_awready == 1'b1)
	     apb2axil_next = apb2axil_write_data;
	   else
	     apb2axil_next = apb2axil_write;
	end  
	apb2axil_write_data : begin
	   s_axil_awvalid = 1'b0;
	   pready = 1'b0;
	   pslverr = 1'b0;
	   prdata = '0;
	   s_axil_wvalid = 1'b1;
	   s_axil_arvalid = 1'b0;
	   s_axil_rready = 1'b0;
	   s_axil_bready = 1'b0;
	   if (s_axil_wready == 1'b1)
	     apb2axil_next = apb2axil_write_ack;
	   else
	     apb2axil_next = apb2axil_write_data;
	end  
	apb2axil_write_ack : begin
	   s_axil_awvalid = 1'b0;
	   pready = s_axil_bvalid;
	   pslverr = s_axil_bresp == '0 ? 1'b0 : s_axil_bvalid;
	   prdata = '0;
	   s_axil_wvalid = 1'b0;
	   s_axil_arvalid = 1'b0;
	   s_axil_rready = 1'b0;
	   s_axil_bready = 1'b1;
	   if (s_axil_bvalid == 1'b1)
	     apb2axil_next = apb2axil_idle;
	   else
	     apb2axil_next = apb2axil_write_ack;
	end  
	apb2axil_read : begin
	   pready = s_axil_arready & s_axil_rvalid;
	   pslverr = s_axil_rresp == '0 ? 1'b0 : s_axil_rvalid;
	   prdata = s_axil_rdata;
	   s_axil_awvalid = 1'b0;
	   s_axil_wvalid = 1'b0;
	   s_axil_arvalid = 1'b1;
	   s_axil_rready = 1'b1;
	   s_axil_bready = 1'b0;
	   if ((s_axil_arready & s_axil_rvalid) == 1'b1)
	     apb2axil_next = apb2axil_idle;
	   else if (s_axil_arready == 1'b1)
	     apb2axil_next = apb2axil_read_data;
	   else
	     apb2axil_next = apb2axil_read;
	end  
	apb2axil_read_data : begin
	   pready = s_axil_rvalid;
	   pslverr = s_axil_rresp == '0 ? 1'b0 : s_axil_rvalid;
	   prdata = s_axil_rdata;
	   s_axil_awvalid = 1'b0;
	   s_axil_wvalid = 1'b0;
	   s_axil_arvalid = 1'b0;
	   s_axil_rready = 1'b1;
	   s_axil_bready = 1'b0;
	   if (s_axil_rvalid == 1'b1)
	     apb2axil_next = apb2axil_idle;
	   else
	     apb2axil_next = apb2axil_read_data;
	end  
	default: begin
	   pready = 1'b0;
	   pslverr = 1'b0;
	   prdata = '0;
	   s_axil_awvalid = 1'b0;
	   s_axil_wvalid = 1'b0;
	   s_axil_arvalid = 1'b0;
	   s_axil_rready = 1'b0;
	   s_axil_bready = 1'b0;
	   apb2axil_next = apb2axil_idle;
	end
      endcase  
   end  
   always @(posedge clk) begin
      if (rstn == 1'b0) begin
	 apb2axil_state <= apb2axil_idle;
      end else begin
	 apb2axil_state <= apb2axil_next;
      end
   end
endmodule  
--- run.sh ---
#!/bin/bash
# OpenROAD 26Q1-2900-gdf79404cd8, Yosys 0.63+post, stock flow scripts
make -C /OpenROAD-flow-scripts/flow DESIGN_CONFIG=/design/flow/config.mk WORK_HOME=/design/flow/orfs finish
==> summary.txt <==
fresh numbers from the pnr run: placed inst area=around 0.0025 mm², vias in the first global route=around 1.4k, cycle use final=approximately 96%, total gr overflow=0, iteration count of the initial detailed-routing pass=2, Top Metal Used=met4, final RePlAce weighted congestion=0.7364, Antenna Cells=0, Cells after Synth=between 200 and 250, Latency at later pin=0.22 ns, non-filler cells in the finished layout=350, Detail Route Antenna Nets=0, number of vias in the routed layout=1290, FMAX=453.8 MHz, Largest type area fraction=39.84%, Main logic family=buffers and inverters, num rows=34, Post-Syn Area=0.001884 mm², largest net degree at the start of global routing=39, Fin Hold WS=0.4621 ns, YS warnings=1, Mux area share=0%, Yosys top cell by area=buf_4, drc violations=0, most used flip-flop cell=dlxtn_1, count of library flops with an enable pin=0, Tot GR Track Use=between 7 and 8%, status=completed, top post-synthesis cells by count=buf_4 (100), dlxtn_1 (38), nor2b_1 (20), chip width=between 100 and 150 µm, ys async rst share=0%, XORs/XNORs by Area=0%, height of the die=114 µm, RSZ-0062 raised after global routing=false, startpoint types=input pin, dpl hpwl=between 4000 and 5000 µm, WL met2=approximately 2300 µm, Unique cell types=28, initial antenna violation count=0, DR WL/cell=between 10 and 15 µm, clk_skew=about 0.00016 ns, chip area in the Yosys report=~0.0019 mm², buffers inserted by post-CTS timing repair=0, Die Area=around 0.013 mm², fin crit period=between 2 and 2.5 ns, max-slew violations=0, Max VDD drop=roughly 0.0004 V, HP Class=reg2reg, adder-cell area share of the yosys netlist=0%, CTS Hold Bufs=0, setup tns final=0 ns, share of cells above drive strength 1=4.959%, final instance area=roughly 0.0026 mm², count leader, synth=buf_4, Layout area overhead=35.52%, DR WL met3=736 µm, TritonCTS clock tree=built, Post-Syn Area per Cell=slightly below 9 µm², Top cells by area=buf_4 (40%), dlxtn_1 (30%), dfxtp_1 (7.4%), nor2b_1 (6.6%), and2b_1 (4.8%), Crit. End Element=output pin, endpoints left unconstrained=roughly 76, first-pass GRT wire length=7748 µm, I/O Buffers=around 120, cts bufs inserted=3, Flops after synth=between 40 and 50, Metal-1 WL=1998 µm, H-tree Lvls=1, Pwr Density=around 190 mW/mm², AND/OR/NAND/NOR Cells, Area Fraction=roughly 16%, Init Core Util=21.71%, register pins left without a clock=38, Core Util, Final=roughly 30%, io pins=249, Required @ worst endpoint=approximately 1.8 ns, stage-log warning count=25, CP Max Fanout=3, final WL=~5200 µm, ao+oa area frac=under 10%, DR vias/cell=around 3.7, Max-Cap Viols=0, setup violators final=0, Worst EP arrival=approximately 1.7 ns, CTS root buffer=clkbuf_8, Core Region=roughly 0.0087 mm², placed insts=roughly 350, Hold Vio Cnt, Final=0, Setup CP Type=in2out, DR iter-0 viols=about 50, Leakage Power=around 1.1 nW, Worst-path clk slew=about 0.04 ns, FILL cells=slightly above 900, Yosys Instances=213, clk buf depth=2
[final cells by class]
type,count,area (µm²),share of cell area [%]
clock buffer,4,45.04,1.764
tap,108,135.1,5.292
inverter,5,18.77,0.7349
timing repair buffer,125,1237,48.46
sequential,45,710.7,27.83
multi-input combinational,63,406.6,15.92
[report_power, final]
part | internal (mW) | switching, mW | leakage, nW
clock network | 0.120 | 0.0515 | 0.0228
registers | 0.130 | 0.00253 | 0.348
logic | 0.138 | 0.0408 | 0.693
[state kept, by name, summed over array words and instances, names as in the netlist]
name	count
apb2axil_state	7
pslverr	1
s_axil_arvalid	1
s_axil_rready	1
s_axil_bready	1
s_axil_awvalid	1
s_axil_wvalid	1
prdata	32
[worst max-delay path: stages]
cell,delay [ns]
clkdlybuf4s50_1,0.46
a221o_1,0.39
clkdlybuf4s50_1,0.43
[worst paths after layout]
| path | from | cells past startpoint | end | slack (ns) |
|---|---|---|---|---|
| setup reg to reg | apb2axil_state[1] | 4 | apb2axil_state[0] | 0.94 |
| hold reg to reg | apb2axil_state[0] | 1 | apb2axil_state[0] | 0.46 |
| setup / recovery | s_axil_bvalid | 3 | pready | 0.1 |
| hold / removal | apb2axil_state[0] | 1 | apb2axil_state[0] | 0.46 |
[timing repair]
item / in CTS / in global routing
hold endpoints to repair: 0 / 0
endpoints found under the setup margin: 1 / 0
resized: 1 / 0
[per-layer routing]
layer	up-vias	GRT usage [%]
li1	621	-
met1	549	8.563
met2	96	11.62
met3	24	3.615
met4	0	2.256
met5	-	0
[kinds of logic after synthesis]
| kind of cell | Yosys count |
|---|---|
| buf+inv | 108 |
| simple gates | 48 |
| latches | 38 |
| compound gates | 11 |
| flops | 7 |
| other cells | 1 |
[cells in the final DEF, fill, tap and decap left out, types with 2 or more instances in the layout]
cell / netlist / layout
clkdlybuf4s50_1: 0 / 119
dlxtn_1: 38 / 38
nor2b_1: 20 / 20
and2b_1: 12 / 12
dfxtp_1: 7 / 7
inv_1: 5 / 5
buf_4: 100 / 5
conb_1: 1 / 4
o21ai_0: 3 / 3
nor4_1: 3 / 3
clkbuf_8: 0 / 3
or2_2: 2 / 2
nand2_1: 2 / 2
[metrics by stage]
stage          power (mW)  setup slack (ns)
5_1_grt            0.5097           0.04485
4_1_cts            0.4918           0.08995
2_1_floorplan      0.2668            0.9167
3_3_place_gp       0.3167          -0.03232
6_report           0.4826           0.09629
3_5_place_dp       0.3183          -0.02885
Power and IR drop assume default switching activity.
