==> /design/flow/run.sh <==
#!/bin/bash
# OpenROAD 26Q1-2900-gdf79404cd8, Yosys 0.63+post, stock flow scripts
make -C /OpenROAD-flow-scripts/flow DESIGN_CONFIG=/design/flow/config.mk WORK_HOME=/design/flow/orfs finish
==> /design/flow/design.v <==
package ariane_soc;
    localparam IdWidth = 4;
    localparam IdWidthSlave = IdWidth;
endpackage
module esplink
  #(
    parameter APB_DW = 32,
    parameter APB_AW = 32,
    parameter REV_ENDIAN = 0
    )
   (
    input logic 		clk,
    input logic 		rstn,
    output logic 		srst,
    input logic 		psel,
    input logic 		penable,
    input logic 		pwrite,
    input logic [APB_AW - 1:0] 	paddr,
    input logic [APB_DW - 1:0] 	pwdata,
    output logic 		pready,
    output logic 		pslverr,
    output logic [APB_DW - 1:0] prdata
    );
   localparam C_REG_ID          = 0;
   localparam C_SRST_BIT        = 0;
   localparam C_REG_MASK        = 32'h1;
   localparam S_REG_ID          = 1;
   localparam S_SRST_BIT        = 0;  
   localparam NREG = S_REG_ID + 1;
   localparam APB_BYTE_OFFSET_BITS      = $clog2(APB_DW / 8);
   localparam OFFSET_MAX                = (NREG - 1) << APB_BYTE_OFFSET_BITS;
   localparam APB_ADDR_MSB              = $clog2(NREG) + APB_BYTE_OFFSET_BITS - 1;
   localparam APB_ADDR_LSB              = APB_BYTE_OFFSET_BITS;
   logic [APB_DW - 1 : 0] 	       bankreg[NREG - 1 : 0];
   logic [APB_ADDR_MSB : APB_ADDR_LSB] selected;
   logic                               do_access;
   logic                               access_error;
   logic                               do_write;
   logic [APB_DW - 1:0] 	       pwdata_rev;
   logic [APB_DW - 1:0] 	       prdata_rev;
   logic 			       timer_en;
   logic [19:0] 		       timestamp;
   genvar 			       i;
   assign selected      = paddr[APB_ADDR_MSB : APB_ADDR_LSB];
   assign do_access     = psel & penable;
   assign access_error  = 0;
   assign do_write      = do_access & ~access_error & pwrite;
   assign do_cmd        = do_write == 1'b1 && selected == C_REG_ID ? 1'b1 : 1'b0;
   generate
      for (i = 0; i < APB_DW / 8; i ++) begin : fix_endian
	 assign pwdata_rev[(i + 1) * 8 - 1 : i * 8] = REV_ENDIAN == 0 ? pwdata[(i + 1) * 8 - 1 : i * 8] : pwdata[APB_DW - i * 8 - 1 : APB_DW - (i + 1) * 8];
	 assign prdata[(i + 1) * 8 - 1 : i * 8] = REV_ENDIAN == 0 ? prdata_rev[(i + 1) * 8 - 1 : i * 8] : prdata_rev[APB_DW - i * 8 - 1 : APB_DW - (i + 1) * 8];
      end
   endgenerate
   assign pslverr = access_error;
   assign prdata_rev = bankreg[selected];
   assign pready = 1'b1;
   assign bankreg[C_REG_ID] = do_cmd == 1'b1 ? pwdata_rev & C_REG_MASK : '0;
   always_ff @(posedge clk) begin : update_s_reg
      if (rstn == 1'b0) begin
	 bankreg[S_REG_ID] <= '0;
      end
      else begin
	 bankreg[S_REG_ID][S_SRST_BIT] <= timer_en;
      end
   end
   assign srst = timer_en;
   always_ff @(posedge clk) begin
      if (rstn == 1'b0) begin
	 timer_en <= 1'b0;
	 timestamp <= '0;
      end
      else begin
	 if (bankreg[C_REG_ID][C_SRST_BIT] == 1'b1)
	   timer_en <= 1'b1;
	 if (timer_en == 1'b1) begin
	    timestamp <= timestamp + 1;
	    if (timestamp == 20'hFFFFF)
	      timer_en <= 1'b0;
	 end
      end
   end
endmodule
==> /design/flow/constraint.sdc <==
current_design esplink

set clk_period 2.5
set clk_io_pct 0.2

create_clock -name clk0 -period $clk_period [get_ports {clk}]

set non_clock_inputs [all_inputs -no_clocks]
set_input_delay [expr $clk_period * $clk_io_pct] -clock clk0 $non_clock_inputs
set_output_delay [expr $clk_period * $clk_io_pct] -clock clk0 [all_outputs]
==> /design/flow/config.mk <==
export PLATFORM = sky130hd
export DESIGN_NAME = esplink
export DESIGN_NICKNAME = esplink
export VERILOG_FILES = /design/flow/design.v
export SDC_FILE = /design/flow/constraint.sdc
export NUM_CORES = 4
export LEC_CHECK = 1
export CORE_AREA = 10 10 90 90
export DIE_AREA = 0 0 100 100
==> run notes <==
Implementation results. The run finished with clean final reports. Total number of yosys warnings landed at 3. For this run, the script counts the antenna cells in the layout as 0. Share of post-route cells with drive strength above 1 landed at 0.0338. Total via count in the routed design landed at 845. For reference, the final report shows the max-slew violation count at 0. First-pass GRT wire length landed at 3.63 mm. Final period demand of the worst path landed at 2.27 ns. For this design the ratio of total power to cell area is 449 nW/um^2. The setup path with the least slack is of type in -> out. In this run the layout overhead on the synthesized area is reported as 4.45%. Total number of clock tree sinks landed at 22. Sum of negative setup slack landed at 0 ns. The number of antenna violations at the first check in global routing came to 0. Maximum net fanout on the critical path landed at 2.

Per the CTS log, the root buffer master is sky130_fd_sc_hd__clkbuf_8. The die is 100 microns wide. TritonCTS built the clock tree. Clock power share landed at 0.355. Cell count after synthesis landed at 144. Number of placed instances, taps included landed at 222. No sink is reached through more buffers than the 2 on the longest clock path. The timing report gives the worst reg2reg path a setup slack of 0.69 ns. For this run, the chip area from Yosys synthesis comes to 1240 sq um. In the post-synthesis netlist, the cell with the most instances is sky130_fd_sc_hd__buf_4.

The tool flagged a number of max-cap violations equal to 0. Count of flip-flops with a built-in enable after synthesis landed at 0. Number of detailed-route iterations in the first pass landed at 3. Routability congestion estimate landed at 0.755. The worst setup path is launched from a primary input. Number of H-tree levels landed at 1.

In the CTS report, the clock slew at the register clock pins of the worst setup and hold paths is listed as 0.07 ns. The worst setup path is captured at a primary output. The largest single stage delay on the critical path is 0.46 ns. Power spent charging and discharging nets landed at 111 uW. Wire length on met3 landed at 153 microns.

Combined area of all synthesized cells landed at 1240 sq um. Starting density of the core landed at 0.197. Routed signal wires occupy layers up through met3. Checking max transition, the worst relative margin is 0.565. The cell that appears most often on the critical path is sky130_fd_sc_hd__clkdlybuf4s50_1. At the pin with the least slew margin, the transition time is 0.652 ns. The clock reaches the later pin of the worst-skew pair after 0.25 ns. The signal on the critical path passes through clkdlybuf4s50_1 > and4b_1 > a22o_1 > clkdlybuf4s50_1. Count of buffers from port buffering landed at 8. Share of total power consumed by net switching landed at 0.191. Across every metal layer, demand over resource in global routing totals 0.0419. Across the VDD grid, the largest voltage drop is 0.318 mV. Die area landed at 10000 sq um. The number of cells reported by Yosys stat comes to 144.

Count of nets left with antenna violations after detail routing landed at 0. A synthesized cell averages 8.59 sq um. Note that the worst hold path type here is reg -> reg.

Data arrival at the endpoint of the critical path landed at 1.77 ns. The share of synthesized area in the top cell type comes to 0.356. Per Yosys stat, the portion of area used by sequential elements is 0.356. The design draws 581 uW.

Number of synthesized register bits landed at 22. Leaving out filler cells and counting taps, the final layout contains 225. Counting flops with an async set or reset pin after synthesis yields a share of 0. Pin count of the biggest net entering global routing landed at 22. The script parses the final routing iteration and logs DRC violations as 0. For reference, the top cells by area after synthesis are sky130_fd_sc_hd__dfxtp_1 (36%), sky130_fd_sc_hd__buf_4 (21%), sky130_fd_sc_hd__xor2_1 (4.2%), sky130_fd_sc_hd__nor2_1 (3.9%), sky130_fd_sc_hd__a21oi_1 (3.6%). Number of top-level pins landed at 104. Post-cts resize count landed at 0. Average wire per cell in the routed design landed at 9.62 microns. Number of hold-slack violations in the final timing report landed at 0.

Warnings raised by the tools during the run amount to 87. Combinational share of power landed at 0.038. Data on the critical path is required at its endpoint by 2.00 ns. Setup repair after global routing left no endpoint under its margin. Yosys reports that the most numerous cell types are sky130_fd_sc_hd__buf_4 (34), sky130_fd_sc_hd__dfxtp_1 (22), sky130_fd_sc_hd__nor2_1 (13).

Number of hold buffers added after CTS landed at 0. Overall die height landed at 100 microns. Clock skew on the completed layout was measured at 0.00198 ns. The most used flip-flop cell after synthesis is sky130_fd_sc_hd__dfxtp_1. Final worst-path cycle share landed at 0.909. Per the layout report, the design carries 679 filler cells. Buffers added to address setup during post-CTS repair amount to 0. In the power breakdown, the internal column shows 470 uW. Clock tree synthesis inserted a total of 3 buffers. Met1 routed wirelength after detailed routing landed at 1.14 mm. Vias per cell landed at 3.76. For this block, the initial DRC count from the detailed router was 34.

Area of the placeable core landed at 6280 sq um. The leakage power in the latest report is 0.480 nW. Setup violations remaining at the end of the flow were counted as 0.

Of the total power, registers draw 0.607. Fraction of the core area covered by cells at the end of the flow landed at 0.206. Derived from the worst setup path, the maximum achievable clock frequency is 440 MHz. Number of standard-cell rows in the floorplan landed at 29. The cell type that accounts for the most area after synthesis is sky130_fd_sc_hd__dfxtp_1. Aggregate global routing overflow landed at 0. The via count of the first global-routing pass was 837.

Met2 wire length landed at 871 microns. Summed over all layers, the routed wires come to 2.16 mm. After synthesis, the netlist uses 29 different library cells. Detailed placement finished with a half-perimeter wire length of 1.63 mm. Looking at the critical path, the single cell with the biggest stage delay is sky130_fd_sc_hd__clkdlybuf4s50_1.
logic make-up (layout without fill, tap and decap cells):
family | count (synthesis) | in the layout | synth area share
fa+ha+maj | 1 | 1 | 0.0101
other cells | 2 | 33 | 0.00607
xor+xnor | 11 | 11 | 0.0779
flops | 22 | 22 | 0.356
simple gates | 48 | 48 | 0.220
compound gates | 19 | 19 | 0.0900
buf+inv | 40 | 13 | 0.232
mux | 1 | 1 | 0.00809
path summary, 6_finish.rpt:
path,start,end,cells past startpoint
worst min register to register,timestamp[19],timer_en,1
worst max register to register,timer_en,timestamp[19],4
worst max-delay path,paddr[2],prdata[0],4
worst min-delay path,timestamp[19],timer_en,1
layout make-up:
cell class	count	area, sq um	share of cell area
tap	77	96.3	0.0745
timing repair buffer	8	80.1	0.0620
inverter	2	7.51	0.00581
sequential	22	440	0.341
clock buffer	3	41.3	0.0319
multi-input combinational	113	627	0.485
power groups by stage:
stage / clock [mW] / sequential, mW / combinational [mW]
final: 0.206 / 0.353 / 0.0221
after global routing: 0.237 / 0.353 / 0.0265
after CTS: 0.218 / 0.353 / 0.0240
registers in the layout (all words and copies together) (netlist names):
signal	count
bankreg	1
timer_en	1
timestamp	20
worst max-delay path: cells and delay by family:
kind	cells	cell delay [ns]
buf+inv	2	0.87
simple gates	1	0.27
compound gates	1	0.13
through the flow:
stage	hold WS [ns]	cell area (sq um)	worst slack, ns
floorplan	0.426	1350	0.942
CTS	0.468	1290	0.217
global placement	0.446	1250	0.227
global route	0.497	1290	0.159
finish	0.467	1290	0.227
detailed placement	0.460	1250	0.214
routing by layer:
layer / track usage / vias to the layer above
met4: 0.00217 / 0
met2: 0.0627 / 28
met5: 0 / -
met3: 0.0201 / 0
met1: 0.0565 / 380
li1: - / 437
placed cells by master (no fill, tap or decap):
cell | synthesis | final
sky130_fd_sc_hd__and3_1 | 2 | 2
sky130_fd_sc_hd__nand3_1 | 5 | 5
sky130_fd_sc_hd__mux2i_1 | 1 | 1
sky130_fd_sc_hd__nor3_1 | 2 | 2
sky130_fd_sc_hd__or2_1 | 1 | 1
sky130_fd_sc_hd__o31ai_1 | 4 | 4
sky130_fd_sc_hd__and4b_1 | 1 | 1
sky130_fd_sc_hd__nand4_1 | 4 | 4
sky130_fd_sc_hd__a211oi_1 | 1 | 1
sky130_fd_sc_hd__or4_1 | 4 | 4
sky130_fd_sc_hd__a22o_1 | 1 | 1
sky130_fd_sc_hd__conb_1 | 2 | 33
sky130_fd_sc_hd__o21ai_0 | 4 | 4
sky130_fd_sc_hd__nand2_1 | 6 | 6
sky130_fd_sc_hd__and4_1 | 3 | 3
sky130_fd_sc_hd__and2_1 | 1 | 1
sky130_fd_sc_hd__xnor2_1 | 5 | 5
sky130_fd_sc_hd__a21oi_1 | 9 | 9
sky130_fd_sc_hd__nor2_1 | 13 | 13
sky130_fd_sc_hd__clkdlybuf4s50_1 | 0 | 8
sky130_fd_sc_hd__ha_1 | 1 | 1
sky130_fd_sc_hd__nand4_2 | 2 | 2
sky130_fd_sc_hd__xor2_1 | 6 | 6
sky130_fd_sc_hd__dfxtp_1 | 22 | 22
sky130_fd_sc_hd__inv_1 | 2 | 2
sky130_fd_sc_hd__or3_1 | 4 | 4
sky130_fd_sc_hd__clkbuf_8 | 0 | 3
Power and IR drop assume default switching activity.
